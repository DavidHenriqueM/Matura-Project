### flow/design.v
`timescale 1ns / 1ps
module ringBuffer(
    input             clk,
    input             rst,
    input      [31:0] mem_DataOut,
    input             mem_done,
    input             exec_done,
    output reg        mem_enable,
    output reg        mem_readWrite,
    output reg [14:0] mem_address,
    output reg [31:0] mem_DataWrite,
    output reg [31:0] dataToInterpreter,
    output reg        exec_sample
    );
    parameter s_idle                     = 0;
    parameter s_check_write_pointer      = 1;
    parameter s_check_write_pointer_wait = 2;
    parameter s_check_readpointer        = 3;
    parameter s_wait_for_mem_write       = 4;
    parameter s_give_exec_data           = 5;
    parameter s_wait_exec_read           = 6;
    parameter s_wait_for_exec            = 7;
    parameter s_update_Pointer           = 8;
    parameter s_wait_for_update          = 9;
    reg [3:0] readPointer  = 0;
    reg [3:0] writePointer = 0;
    integer cycle_count = 0;
    reg [3:0] state = 0;
    always @(posedge clk) begin
        if (!rst) begin
            mem_enable <= 0;    
            readPointer <= 0;
            dataToInterpreter <= 32'b0;
            cycle_count <= 0;
            exec_sample <= 0;
            mem_readWrite <= 1;
        end
        else begin
            case(state)
                s_idle : begin
                    state <= s_check_write_pointer;
                end
                s_check_write_pointer : begin
                    mem_enable <= 1;
                    mem_address <= 15'h0002;
                    mem_readWrite <= 1;  
                    state <= s_check_write_pointer_wait;
                end
                s_check_write_pointer_wait : begin
                    mem_enable <= 0;
                    if (cycle_count < 10) begin  
                        if (mem_done) begin
                            writePointer <= mem_DataOut;
                            cycle_count <= 0;
                            state <= s_check_readpointer;
                        end else begin
                            cycle_count <= cycle_count + 1;
                        end
                    end else begin
                        state <= s_idle;
                        cycle_count <= 0;
                    end
                end
                s_check_readpointer : begin
                    if (readPointer != writePointer) begin  
                        state <= s_wait_for_mem_write;
                        mem_enable <= 1;
                        mem_address <= readPointer + 3 ;  
                    end else begin
                        state <= s_idle;  
                    end
                end
                s_wait_for_mem_write : begin
                mem_enable <= 0;
                    if (mem_done) begin
                        state <= s_give_exec_data;  
                        mem_enable <= 0;
                    end
                end
                s_give_exec_data : begin
                    mem_enable <= 1;
                    mem_readWrite <= 1;  
                    mem_address <= readPointer + 3;
                    state <= s_wait_exec_read;
                end
                s_wait_exec_read : begin
                mem_enable <= 0;
                    if (mem_done) begin
                        dataToInterpreter <= mem_DataOut;
                        exec_sample <= 1;
                        state <= s_wait_for_exec;
                    end
                end
                s_wait_for_exec : begin
                exec_sample <= 0;
                    if (exec_done) begin
                        readPointer <= readPointer + 1;
                        state <= s_update_Pointer;
                    end
                end
                s_update_Pointer : begin
                    mem_enable <= 1;
                    mem_address <= 15'h0001;
                    mem_readWrite <= 0;  
                    mem_DataWrite <= readPointer;
                    state <= s_wait_for_update;
                end
                s_wait_for_update : begin
                mem_enable <= 0;
                    if (mem_done) begin
                        state <= s_idle;
                    end
                end
            endcase
        end
    end
endmodule
### flow/run.sh
#!/bin/bash
# OpenROAD 26Q1-2900-gdf79404cd8, Yosys 0.63+post, stock flow scripts
make -C /OpenROAD-flow-scripts/flow DESIGN_CONFIG=/design/flow/config.mk WORK_HOME=/design/flow/orfs finish
### flow/config.mk
export PLATFORM = sky130hd
export DESIGN_NAME = ringBuffer
export DESIGN_NICKNAME = ringBuffer
export VERILOG_FILES = /design/flow/design.v
export SDC_FILE = /design/flow/constraint.sdc
export NUM_CORES = 4
export LEC_CHECK = 1
export CORE_UTILIZATION = 30
### flow/constraint.sdc
current_design ringBuffer

set clk_period 5.0
set clk_io_pct 0.2

create_clock -name clk0 -period $clk_period [get_ports {clk}]

set non_clock_inputs [all_inputs -no_clocks]
set_input_delay [expr $clk_period * $clk_io_pct] -clock clk0 $non_clock_inputs
set_output_delay [expr $clk_period * $clk_io_pct] -clock clk0 [all_outputs]
==> qor.yml <==
io_pins: 118
hold_path_class: "register to register"
cp_num_buf_inv: 3
setup_viol: 0
drt-wirelength-per-cell_um: 12.6
diodes: 0
grt-ovfl-total: 0
ys_area_um2: 4240
ys_seq_share_pct: 45.6
startpoint_type: "input port"
dp_slack_ns: 1.37
p_sw_uw: 339
coreArea_um2: 13800
grt_setup_unrepaired: "false"
cap_violations: 0
drt_wl_total_mm: 9.66
synthArstFlopShare_pct: 0
avgSynthCellArea_um2: 8.26
dr.pass1.iters: 4
ys_seq_elements: 88
antenna_found_initial: 0
clk_transition_reported_paths_ns: 0.06
hpwl_mm: 6.56
vias: 3643
fmax_mhz: 304
critical_path_class: "input port to register"
core_util_floorplan_pct: 30.6
drive_gt1_share_pct: 5.14
chip_area_um2: 14600
busiest_layer: "met2"
ys_types: 47
final_cell_mix: "nand2_1 (93), clkdlybuf4s50_1 (79), dfxtp_1 (71)"
cts_root_buf: "clkbuf_16"
antenna_left: 0
pwr-share-clk_pct: 45.4
synth_top_flop_cell: "dfxtp_1"
clock_path_buffers: 2
final_common_cell: "nand2_1"
grt_pass1_vias: 3265
crit_family: "buffers and inverters"
worst_path_max_delay_cell: "clkdlybuf4s50_1"
fin_ws_ns: 1.71
drc_errors: 0
portBuffers: 79
power_density_nw_per_um2: 293
finalSetupTns_ns: 0
p_leak_nw: 1.81
worstPathCellList: "clkdlybuf4s50_1, clkinv_1, buf_4, nor4_1"
finalHoldViolations: 0
syn_area_um2: 4240
clock-sinks: 88
num_rows: 43
min_period_ns: 3.29
cp_slowest_stage_delay_ns: 0.75
path_max_fanout: 43
cts_resized: 0
drt_iter0_markers: 343
yosysWarningCount: 1
total_power_mw: 1.57
worstPathRequired_ns: 4.96
cp-end-kind: "register"
area_growth_pct: 26.5
slew_headroom_pct: 38.9
fin_hold_ws_ns: 0.458
cts_tree: "built"
htreeDepth: 3
finalMaxSlewViolations: 0
ir_drop_v: 0.000162
clk_latency_ns: 0.33
netlist_instances: 513
fp.dieW_um: 121
grt_util_met2_pct: 21.0
intPower_mw: 1.23
die-height_um: 121
routed_via_density: 4.77
combPwrFrac_pct: 6.8
tightest_slew_ns: 0.913
ys_cells: 513
use_met1_pct: 20.5
grt_max_degree: 44
gp_congestion: 0.868
outcome: "finished, final reports clean"
tool_warnings: 26
final.setup_skew_ns: 0.00656
crit_arrival_ns: 3.25
post-cts-setup-buffer-count: 0
finalCoreUtilization_pct: 38.7
seqPwrFrac_pct: 47.8
p_sw_share_pct: 21.6
edf_count: 17
postCtsHoldBufs: 0
cts_buffers: 9
met3_usage_pct: 2.65
grt_pass1_wl_mm: 15.9
period_used_pct: 65.8
grt_use_total_pct: 13.5
power groups by stage:
stage | Combinational, mW | Clock, mW | Sequential, mW
final | 0.106 | 0.713 | 0.751
after global routing | 0.119 | 0.765 | 0.753
after CTS | 0.107 | 0.737 | 0.751
layer usage:
metal  wire [um]  vias to the layer above
met5           0                        -
met4         116                        0
met3         604                        7
met2        4430                      119
met1        4500                     1657
li1            -                     1860
area by class of cell:
cell class	instances	area (um2)
Multi-Input combinational cell	383	1990
Inverter	11	41.3
Tap cell	180	225
Sequential cell	88	1930
Fill cell	1350	8470
Clock inverter	3	46.3
Clock buffer	13	275
Timing Repair Buffer	86	843
worst register-to-register path, delay by kind of cell, from the launching register on:
kind               cells  cell delay (ns)
AOI/OAI and AO/OA      3             0.90
and+or+nand+nor        3             1.36
DFF                    1             0.35
per-stage QoR:
step / instances / area [um2]
after floorplan: 550 / 4380
after global placement: 748 / 5040
after detailed placement: 748 / 5040
after CTS: 764 / 5360
after global routing: 764 / 5360
final: 764 / 5360
registers in the layout, summed over array words and instances (netlist names):
signal             flops
mem_DataWrite          4
readPointer            4
state                  4
cycle_count           32
mem_address            5
dataToInterpreter     32
mem_enable             1
exec_sample            1
writePointer           4
mem_readWrite          1
logic make-up after synthesis:
group                      after synthesis  share of synthesized area (%)
muxes                                    4                          0.945
AOI/OAI and AO/OA                      109                           14.7
DFF                                     88                           45.6
other                                    1                         0.0885
buffers and inverters                   79                           10.7
xor gates and xnor gates                10                           2.07
adders and majority gates                3                          0.886
and+or+nand+nor                        219                           25.0
synthesized netlist by cell type, types with 2 or more instances:
master     n  share of area [%]
a21oi_1   58                6.9
a22oi_1    2               0.35
a31oi_1   16                2.4
a41oi_1    2               0.41
and3_1     3               0.44
and4_1     2               0.41
buf_2      3               0.35
buf_4     39                6.9
clkbuf_1  25                2.2
dfxtp_1   71                 34
edfxtp_1  17                 12
ha_1       3               0.89
inv_1     10               0.89
mux2i_1    4               0.95
nand2_1   93                8.2
nand2b_1   5               0.74
nand3_1   27                3.2
nand4_1   12                1.8
nand4b_1   2               0.41
nor2_1    26                2.3
nor2b_1    2               0.30
nor3_1    13                1.5
nor4_1    10                1.5
o211a_1    2               0.47
o211ai_1   4               0.71
o21ai_0   19                2.2
or2_2      3               0.44
or3_1      8                1.2
or4_1      6                1.1
xnor2_1    5                1.0
xor2_1     5                1.0
path summary, 6_finish.rpt:
kind                                                         from                                 to  slack [ns]  depth (start not counted)
worst min register to register  dataToInterpreter[1]$_SDFFE_PN0P_  dataToInterpreter[1]$_SDFFE_PN0P_        0.46                          2
worst max-delay path                                          rst          writePointer[2]$_DFFE_PP_        1.71                          4
worst max register to register        cycle_count[1]$_SDFFE_PN0P_       cycle_count[12]$_SDFFE_PN0P_        2.32                          6
worst min-delay path            dataToInterpreter[1]$_SDFFE_PN0P_  dataToInterpreter[1]$_SDFFE_PN0P_        0.46                          2
Power is estimated from default activity; no workload was simulated.
