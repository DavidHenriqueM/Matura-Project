File: ./design.v
`timescale 1ns / 1ps
module TopLoopBack(
    input sys_clk,
    input sw_0,
    input RsRx,
    output RsTx
    );
    parameter s_idle = 0;
    parameter s_wait_count = 1;
    parameter s_transmit = 2;
    parameter s_transmit2 = 3;
    parameter CHR_LENGTH = 8680;  
    integer cycle_count;
    reg [7:0] done_count;
    reg uart_tx_enable = 0;
    wire [7:0] w_uart_rx_out;
    reg  [7:0] uart_tx_in = 0;
    wire w_tx_done;
    reg [3:0] state;
    uart_tx UART_md(
    .clock(sys_clk),
    .reset(sw_0),
    .enable(uart_tx_enable),
    .in_Byte(uart_tx_in),
    .r_done(w_tx_done),
    .serial_out(RsTx)
    );
    wire w_rx_done;
    uart_rx UartReciever(
    .clock(sys_clk),
    .reset(sw_0),
    .serial_in(RsRx),
    .o_Byte(w_uart_rx_out),
    .o_done(w_rx_done)
    );
    always @(posedge sys_clk) begin
        if(!sw_0) begin
            uart_tx_enable <= 0;
            uart_tx_in <= 0;
            state <= s_idle;
            cycle_count <= 0;
            done_count <= 0;
        end else begin
            case(state)
                s_idle : begin
                    if(RsRx == 1'b0) begin  
                        state <= s_wait_count;
                    end
                end
                s_wait_count : begin
                    if (cycle_count < (CHR_LENGTH - 1)) begin
                        if (w_rx_done) begin
                           done_count <= done_count + 1; 
                        end
                        cycle_count <= cycle_count + 1;
                    end else begin
                        state <= s_transmit;
                    end
                end
                s_transmit : begin
                    uart_tx_enable <= 1;
                    uart_tx_in <= w_uart_rx_out;
                    state <= s_transmit2;
                end
                s_transmit2 : begin
                    uart_tx_enable <= 0;
                end
                default : begin
                    state <= s_idle;
                end
            endcase 
        end
    end
endmodule
`timescale 1ns / 1ps
module uart_rx
    #(parameter CLKS_PER_BIT = 868)
    (
    input clock,
    input reset,
    input serial_in,
    output [7:0] o_Byte,
    output o_done,
    output reg [2:0] state
    );
    localparam s_idle = 3'b000;  
    localparam s_start_bit = 3'b001;
    localparam s_data_bits = 3'b010;
    localparam s_stop_bit = 3'b011;
    localparam s_cleanup = 3'b111;
    reg data = 1'b1;
    integer clock_count = 0;
    integer data_value = 0;
    reg[2:0] bit_index = 0;
    reg[7:0] r_Byte = 0;
    reg r_done = 0;
    always @(posedge clock) begin
        if (!reset) begin
            data <= 1'b1;
            r_done <= 0;
            r_Byte <= 8'b0;
            state <= s_idle;
        end else begin
            data <= serial_in;
            case(state)
                s_idle : begin
                    r_done <= 1'b0;
                    clock_count <= 0;
                    data_value <= 0;
                    bit_index <= 0;
                    if(data == 1'b0) begin  
                        state <= s_start_bit;
                    end else begin
                        state <= s_idle;
                    end
                end
                s_start_bit : begin
                    if (clock_count > (CLKS_PER_BIT - 1)) begin
                        state <= s_data_bits;
                        clock_count <= 0;                            
                    end else begin
                        clock_count <= clock_count +1;
                    end
                end
                 s_data_bits :
                    begin
                        if (clock_count > (CLKS_PER_BIT - 1)) begin
                            if (bit_index == 7) begin
                                state <= s_stop_bit;
                                bit_index <= 0; 
                            end else begin
                                bit_index <= bit_index + 1;
                            end
                            clock_count <= 0;
                            if (data_value > (CLKS_PER_BIT/2)) begin
                                r_Byte[bit_index] <= 1'b1;
                            end else begin
                                r_Byte[bit_index] <= 1'b0;
                            end
                            data_value <= 0;        
                        end else begin
                            clock_count <= clock_count + 1;
                            if (data) begin
                                data_value <= data_value + 1;
                            end
                        end
                    end
                s_stop_bit : begin
                    clock_count <= clock_count + 1;
                    if ((clock_count > (CLKS_PER_BIT/2) && !data) ||
                        (clock_count > (CLKS_PER_BIT -1))) begin
                        r_done <= 1'b1;
                        state <= s_cleanup;                      
                    end
                end
                s_cleanup : begin
                        state <=  s_idle;
                        r_done <= 1'b0;
                    end
                    default :
                        state <= s_idle;
                endcase
            end
        end
       assign o_done = r_done;
       assign o_Byte = r_Byte;     
endmodule
`timescale 1ns / 1ps
module uart_tx
    #(parameter CLKS_PER_BIT = 868)
    (
    input clock, 
    input enable,
    input reset,
    input [7:0] in_Byte,
    output reg r_done,
    output reg serial_out  
    );
    localparam s_idle = 3'b000;
    localparam s_enable = 3'b001;
    localparam s_start_bit = 3'b010;
    localparam s_data_bits = 3'b011;
    localparam s_stop_bit = 3'b100;
    localparam s_cleanup = 3'b101;
    localparam s_cleanup2 = 3'b110;
    reg [2:0] main_state = 0;
    integer clock_count = 0;
    reg [2:0] bit_index = 0;
    reg [7:0] r_data = 0;
    always @ (posedge clock) begin
        if (!reset) begin  
            main_state <= s_idle;
            serial_out <= 1'b1;
            r_done <= 1'b0;
            clock_count <= 0;
            bit_index <= 0;
        end else begin
            case (main_state)
                s_idle:
                begin
                    serial_out <= 1'b1;
                    r_done <= 1'b0;
                    clock_count <= 0;
                    bit_index <= 0;
                    if (enable) begin
                        main_state <= s_enable; 
                        end 
                    else begin
                        main_state <= s_idle;
                        end        
                    end   
                s_enable:
                begin
                        main_state <= s_start_bit;
                        r_data <= in_Byte;  
                    end
                s_start_bit:
                begin
                serial_out <= 1'b0;
                if (clock_count < CLKS_PER_BIT-1)
                    begin
                        clock_count <= clock_count + 1;
                        main_state <= s_start_bit;
                    end 
                else
                    begin
                        clock_count <= 0;
                        main_state <= s_data_bits;
                    end
                end  
                s_data_bits :
                begin
                    serial_out <= r_data[bit_index];
                    if (clock_count < CLKS_PER_BIT-1)
                        begin
                           clock_count <= clock_count + 1;
                           main_state <= s_data_bits; 
                        end     
                    else
                        begin
                        clock_count <= 0;
                        if (bit_index < 7)
                            begin
                                bit_index <= bit_index + 1;
                                main_state <= s_data_bits;
                            end
                        else
                            begin
                                bit_index <= 0;
                                main_state <= s_stop_bit;
                            end
                  end
                end  
                s_stop_bit:
                    begin
                        serial_out <= 1'b1;
                        if (clock_count < CLKS_PER_BIT-1)
                            begin
                               clock_count <= clock_count + 1;
                               main_state <= s_stop_bit;
                            end 
                        else
                            begin
                                r_done = 1'b1;
                                clock_count <= 0;
                                main_state <= s_cleanup;
                            end
                    end  
                s_cleanup:
                    begin
                        r_done <= 1'b0;
                        main_state <= s_cleanup2;
                    end
                s_cleanup2:
                    begin
                        main_state <= s_idle;
                    end
                default :
                    main_state <= s_idle;
            endcase 
        end           
    end    
endmodule    
File: ./run.sh
#!/bin/bash
# OpenROAD 26Q1-2900-gdf79404cd8, Yosys 0.63+post, stock flow scripts
make -C /OpenROAD-flow-scripts/flow DESIGN_CONFIG=/design/flow/config.mk WORK_HOME=/design/flow/orfs finish
File: ./config.mk
export PLATFORM = sky130hd
export DESIGN_NAME = TopLoopBack
export DESIGN_NICKNAME = TopLoopBack
export VERILOG_FILES = /design/flow/design.v
export SDC_FILE = /design/flow/constraint.sdc
export NUM_CORES = 4
export LEC_CHECK = 1
export CORE_UTILIZATION = 50
File: ./constraint.sdc
current_design TopLoopBack

set clk_period 8.6
set clk_io_pct 0.2

create_clock -name clk0 -period $clk_period [get_ports {sys_clk}]

set non_clock_inputs [all_inputs -no_clocks]
set_input_delay [expr $clk_period * $clk_io_pct] -clock clk0 $non_clock_inputs
set_output_delay [expr $clk_period * $clk_io_pct] -clock clk0 [all_outputs]
==> Slide: Implementation Results <==
Key Metrics from the Run

Synthesis
  – Ys Warns: 3
  – Post-synth seq share: 47.6%
  – Post-Synthesis Cell Area: about 8900 um2
  – Synth unique cells: ~73
  – Yosys stat area: ~9000 um2
  – Flops out of synthesis: 173
  – Async SR Flop Fraction: 0%
  – EDFF count, synth: ~75
  – Ys cells: 930
  – Mapped Cells: just over 900
  – Syn Area/Cell: 9.53 um2
  – Most common reg cell: dfxtp_1

Power
  – Max VDD drop: ~0.16 mV
  – Clock share of power: 45.3%
  – Sw power: roughly 380 uW
  – Static leakage: about 0.0032 uW
  – Power Dens Cells: around 180 nW/um2
  – Comb pwr share: roughly 3.6%
  – Switching Share: a little over a fifth
  – Sequential Power Share: between 50% and 60%
  – Pint: 1400 uW

Global routing
  – Initial antenna violation count: 0
  – Grt peak-use layer: met1
  – Vias in the first global route: 5,959
  – Total gr overflow: 0
  – Tot GR Track Use: 19.6%
  – Pin count of the biggest net entering global routing: roughly 92
  – Met3 Use GR: 3.56%
  – Met2 Use GR: between 20% and 30%
  – GRT met1 Usage: 33.9%
  – First-pass GRT wire length: 28,200 um

Clocking
  – Clock transition at path regs: roughly 0.06 ns
  – Post-CTS Setup Bufs: 0
  – Max clock buf depth: 2
  – Post-CTS sizing: 0
  – CTS Hold Bufs: 0
  – TritonCTS Buffers: 17
  – Clock root cell: clkbuf_16
  – CTS tree: built
  – H-tree depth: 4
  – Sink Count: about 170
  – Clk latency of the worst-skew pair: 0.42 ns

Floorplan
  – DIE AREA: around 18,000 um2
  – Rows: 48
  – I/O pins: 4
  – FP Core Util: 51.2%
  – Core Box Area: 17,300 um2
  – Die Span X: 135 um
  – Die Y-Extent: 135 um

Final layout
  – Most frequent cells in the layout: nor2_1, dfxtp_1, edfxtp_1, nand2_1, nand3_1
  – Final non-filler cell total: 1,159
  – Syn-to-layout area delta: 9.31%
  – Layout cells sized above 1: around 6%
  – Utilization after layout: 56.0%
  – Top cell excl fill/tap: nor2_1

Detailed routing
  – Detailed Routing Iterations Pass 1: 5
  – Vias/cell: 5.70
  – Antenna-violating nets left: 0
  – Initial DRC Count: 309
  – Final routed DRC violation total: 0
  – Vias: 6,601
  – # diodes: 0
  – Post-Route WL: 16,400 um
  – DR WL/cell: approximately 14 um

Place
  – PortBufs: 3
  – Gpl congestion: 0.840
  – Dpl hpwl: 10,400 um
  – Cells after DPL: 1,127

STA
  – Final Max Slew Viols: 0
  – Slew HR: a little over two fifths
  – # setup viols final: 0
  – Slew at the pin closest to its max-slew limit: 0.860 ns
  – FMAX: about 320 MHz
  – TNS Setup: 0 ns
  – Fin crit share: 36.1%
  – Time the worst path needs with I/O delays and setup: a little over 3 ns
  – Final count of hold timing violations: 0
  – Final hold slack: 0.416 ns
  – Setup repair after global routing missed its margin: no
  – Fin Clk Skew: 0.00834 ns

Worst setup path
  – Crit start category: primary input
  – Reg2reg start: UART_md.clock_count[0]
  – Critical-path top delay cell: buf_4
  – Crit-path cells: buf_2 -> buf_4 -> o41a_1 -> buf_4
  – Critical path class: in2reg
  – Crit path top cell by count: buf_4
  – Worst endpoint required time: 8.67 ns
  – Crit path from: sw_0
  – CP peak stage delay: 0.62 ns
  – CP Capture Type: flip-flop
  – Worst Path Arrival: 3.17 ns
  – CP Max Fanout: just over 90

Min path
  – Worst min path class: reg2reg
  – Hold path start: UartReciever.state[4]

Flow run
  – Tool warnings: 31
  – Max_cap viols: 0

Run status
  – Status: finished, final reports clean
==> final cells by class <==
| cell class | count | area, um2 |
|---|---|---|
| clock buffers | 22 | 487 |
| clock inverters | 10 | 134 |
| fillers | 1463 | 7610 |
| inverters | 34 | 128 |
| multi-input cells | 685 | 4360 |
| flip-flops and latches | 173 | 4210 |
| well taps | 225 | 282 |
| repair buffers | 10 | 77.6 |
==> worst paths after layout <==
| path | end | slack, ns | cells after the start |
|---|---|---|---|
| worst max-delay path | UartReciever.clock_count[26] | 5.50 | 4 |
| worst min-delay path | UartReciever.state[0] | 0.42 | 1 |
| worst max register to register | UART_md.clock_count[30] | 5.65 | 7 |
| worst min register to register | UartReciever.state[0] | 0.42 | 1 |
==> power groups by stage <==
stage / combinational (uW) / sequential (uW) / clock [uW]
finish: 64.0 / 907 / 806
global route: 72.6 / 910 / 857
CTS: 64.9 / 906 / 823
==> flip-flops by register name, indices dropped and copies added (netlist names), named ones only <==
signal                    cells
UartReciever.state            5
UartReciever.clock_count     32
UART_md.r_data                8
UART_md.clock_count          32
UART_md.serial_out            1
state                         4
UART_md.main_state            3
UART_md.bit_index             3
uart_tx_enable                1
UartReciever.bit_index        3
UartReciever.data             1
UartReciever.data_value      32
uart_tx_in                    8
cycle_count                  32
==> cells by family (layout without fill, tap and decap cells) <==
family	Yosys count	in the layout	share of synthesized area (%)
flip-flops	173	173	47.6
AND-OR/OR-AND	139	139	10.9
AND/OR/NAND/NOR	432	432	25.8
adder cells (fa/ha/maj)	13	13	1.84
multiplexers	28	28	3.46
XOR/XNOR	73	73	7.22
buffers and inverters	72	76	3.23
==> per-stage QoR <==
stage	area, um2	setup slack, ns	total power, uW
detailed placement	9060	5.09	988
global route	9690	5.40	1840
global placement	9060	5.13	986
finish	9690	5.50	1780
floorplan	8860	4.72	970
CTS	9690	5.53	1790
==> layer usage <==
metal  wire [um]  part of all wire, %  vias up
met3         539                  3.3        6
met2        7180                   44      103
met1        8520                   52     3101
met5           0                    0        -
met4         118                 0.72        0
li1            -                    -     3391
==> critical path, delay by kind of cell <==
kind	cells	cell delay [ns]
buffers and inverters	3	1.11
AOI/OAI and AO/OA	1	0.27
==> Yosys cell counts, types with 8 or more instances <==
master | instances | area (um2)
nor3_1 | 23 | 115
and2_1 | 12 | 75.1
clkbuf_1 | 31 | 116
xor2_1 | 38 | 333
ha_1 | 13 | 163
nand2b_1 | 15 | 93.8
nor2_1 | 101 | 379
edfxtp_1 | 75 | 2250
o21ai_0 | 29 | 145
a21oi_1 | 21 | 105
nor2b_1 | 19 | 119
xnor2_1 | 35 | 307
dfxtp_1 | 98 | 1960
nand4_1 | 43 | 269
nand2_1 | 75 | 282
mux2i_1 | 25 | 250
and3_1 | 17 | 106
and4_1 | 10 | 87.6
nor4_1 | 20 | 125
inv_1 | 34 | 128
o21ai_1 | 8 | 40.0
nand3_1 | 50 | 250
o21a_1 | 8 | 60.1
o31ai_1 | 8 | 60.1
or3_1 | 20 | 125
Power is estimated from default activity; no workload was simulated.
